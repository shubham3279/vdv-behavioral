$ cat flow/run.sh
#!/bin/bash
# OpenROAD 26Q1-2900-gdf79404cd8, Yosys 0.63+post, stock flow scripts
make -C /OpenROAD-flow-scripts/flow DESIGN_CONFIG=/design/flow/config.mk WORK_HOME=/design/flow/orfs finish
$ cat flow/constraint.sdc
current_design decoder_bcd2decimal

set clk_period 1.0
set clk_io_pct 0.2

create_clock -name clk0 -period $clk_period

set non_clock_inputs [all_inputs -no_clocks]
set_input_delay [expr $clk_period * $clk_io_pct] -clock clk0 $non_clock_inputs
set_output_delay [expr $clk_period * $clk_io_pct] -clock clk0 [all_outputs]
$ cat flow/design.v
module decoder_bcd2decimal (
    input a, b, c, d,
    output reg y0, y1, y2, y3, y4, y5, y6, y7, y8, y9
);
    always @(*) begin
        y0 = ~a & ~b & ~c & ~d;   
        y1 = ~a & ~b & ~c &  d;   
        y2 = ~a & ~b &  c & ~d;   
        y3 = ~a & ~b &  c &  d;   
        y4 = ~a &  b & ~c & ~d;   
        y5 = ~a &  b & ~c &  d;   
        y6 = ~a &  b &  c & ~d;   
        y7 = ~a &  b &  c &  d;   
        y8 =  a & ~b & ~c & ~d;   
        y9 =  a & ~b & ~c &  d;   
    end
endmodule
$ cat flow/config.mk
export PLATFORM = sky130hd
export DESIGN_NAME = decoder_bcd2decimal
export DESIGN_NICKNAME = decoder_bcd2decimal
export VERILOG_FILES = /design/flow/design.v
export SDC_FILE = /design/flow/constraint.sdc
export NUM_CORES = 4
export LEC_CHECK = 1
export CORE_AREA = 10 10 70 70
export DIE_AREA = 0 0 80 80
==> CHANGELOG.md <==
### Physical design

- Flops: 0
- Power share of the clock group: 0%
- Yosys chip area: 160 sq um
- Synth warn: 1
- GR Layer Usage met2: around 2.6%
- FF+latch area: 0 sq um
- Xor/xnor share: 0%
- Vias in the first global route: between 200 and 300
- Critical path startpoint: b
- Worst Path Arrival: roughly 930 ps
- Vias: 240
- Largest net degree at the start of global routing: 6
- First-pass GRT wire length: about 1500 um
- Hold crit path type: in -> out
- Hold path cells: 3
- Adder share: 0%
- Std cell rows: 21
- Unique cell types: 7
- Violated checks: negative setup slack
- Switching Share: 35.2%
- Area leader share: between 30% and 40%
- Tool Warnings: 34
- Final Hold Viols: 0
- Area Overhead vs Synth: 227%
- Antenna viol nets, final: 0
- Register share of total power: 0%
- Max FO, Critical Path: 4
- Drc violations: 0
- Max-cap violations: 0
- Syn avg cell area: 11.4 sq um
- Post-layout period usage: 113%
- Gate power share: about 100%
- GR peak layer: met1
- GRT Total Usage: ~3%
- FMAX: roughly 890 MHz
- RSZ-0062 raised after global routing: yes
- Mux area share: 0%
- Core Util at FP: between 4 and 5%
- Die height: approximately 80 um
- Leak: 0.240 nW
- DR vias/cell: roughly 2.8
- Layout clock buffers: 0
- Total negative slack: -753 ps
- Hold_sp: b
- CP required: approximately 800 ps
- Non-Filler Instances: ~87
- Synth Seq Share: 0%
- Min Hold Slack: 719 ps
- Synth Cell Area: between 150 and 200 sq um
- Most instantiated logic cells after routing: buf_6 (12), buf_2 (10), buf_8 (5)
- Min Tclk post-route: about 1100 ps
- Global Route met3 Usage: 0.341%
- # port buffers: 14
- Crit Path Class: in -> out
- Core area: ~3400 sq um
- Int Power: 0.112 mW
- Fin area: approximately 520 sq um
- # IOs: 14
- Placer Congestion: ~0.68
- DR iter-0 viols: 0
- First-pass DRT Iterations: 1
- Placed inst area: between 300 and 400 sq um
- Min-Delay Endpoint: y4
- Diode count: 0
- Yosys cell count: 14
- Worst-Margin Slew: between 200 and 250 ps
- Initial antenna violation count: 0
- Psw: between 0.06 and 0.07 mW
- Crit end category: output port
- PD cells: about 330 nW/um^2
- Worst vdd ir: ~140 uV
- Final Worst Setup Slack: -126 ps
- Total die size: between 6000 and 7000 sq um
- GR Util met1: roughly 6.1%
- Status: complete, but fails checks
- Final Max Slew Viols: 0
- Startpoint Class: primary input
- Cell area leaders: nor4b_2 (38%), and4bb_2 (23%), buf_4 (14%)
- Mapped Cells: 14
- Slew headroom: 86.4%
- Post-Place Cells: between 70 and 80
- Yosys aoi share: 0%
- Top logic family: simple AND/OR/NAND/NOR gates
- Post-DP HPWL: ~560 um
- Area leader, netlist: nor4b_2
- Die width: about 80 um
- Post-Synth Simple-Gate Area: between 80 and 90%
- GRT overflow: 0
- Post-Route WL: roughly 900 um
- Final setup violation count: 8
- DR WL/cell: 10.3 um
- Most frequent logic cell in the layout: buf_6
- Hold buffer count at CTS: 0
- Layout cells sized above 1: a little over nine tenths
==> worst max-delay path, stage by stage <==
cell     delay (ps)
buf_8           100
buf_6           110
buf_6           110
nor4b_4         250
buf_2           150
==> cells in the mapped netlist <==
| master | n |
|---|---|
| buf_4 | 3 |
| nor4_2 | 1 |
| buf_2 | 1 |
| and4bb_1 | 1 |
| and4bb_2 | 3 |
| and4b_1 | 1 |
| nor4b_2 | 4 |
==> how the worst max path moves through the flow <==
| stage | slack, ps | endpoint | cells after the start |
|---|---|---|---|
| CTS | -130 | y2 | 5 |
| global route | -150 | y0 | 5 |
| finish | -130 | y1 | 5 |
==> what timing repair did <==
| action | CTS | global route |
|---|---|---|
| endpoints found under the hold margin | 0 | 0 |
| pin swaps | 9 | 5 |
| setup endpoints to repair | 10 | 9 |
| buffers inserted | 9 | 1 |
| resized | 67 | 11 |
| cloned | 2 | 0 |
==> layout make-up <==
type | instances | area (sq um)
well taps | 46 | 57.6
fillers | 394 | 2890
repair buffers | 31 | 290
multi-input cells | 10 | 176
==> power by group through the flow <==
stage | Clock, mW | Combinational (mW) | Sequential (mW)
CTS | 0 | 0.146 | 0
global route | 0 | 0.184 | 0
finish | 0 | 0.172 | 0
==> metrics by stage <==
step	power (mW)	util, %	worst slack [ps]
3_3_place_gp	0.0906	11.0	-810
2_1_floorplan	0.0423	-	199
5_1_grt	0.184	15.3	-155
4_1_cts	0.146	13.8	-126
3_5_place_dp	0.0924	11.0	-834
6_report	0.172	15.3	-126
==> metal layers <==
| metal | vias up | share of wire (%) | wire (um) |
|---|---|---|---|
| met1 | 111 | 64 | 570 |
| met5 | - | 0 | 0 |
| li1 | 115 | - | - |
| met3 | 0 | 7.8 | 70 |
| met4 | 0 | 0 | 0 |
| met2 | 14 | 28 | 252 |
==> kinds of logic (layout without fill, tap and decap cells) <==
kind of cell  Yosys count  count (layout)
buf+inv                 4              31
simple gates           10              10
No activity file was given, so power comes from the tool's default toggle rates.
