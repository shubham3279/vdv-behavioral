**/design/flow/design.v**
```verilog
module mag_comp_3b (
    input [2:0] a, b,
    output reg e,g,l
);
    always @(*) begin
        e = (a[2] ^~ b[2]) & (a[1] ^~ b[1]) & (a[0] ^~ b[0]);
        g = (a[2] & ~b[2]) | (a[2] ^~ b[2]) & (a[1] & ~b[1]) | (a[2] ^~ b[2]) & (a[1] ^~ b[1]) & (a[0] & ~b[0]);
        l = (~a[2] & b[2]) | (a[2] ^~ b[2]) & (~a[1] & b[1]) | (a[2] ^~ b[2]) & (a[1] ^~ b[1]) & (~a[0] & b[0]);
    end
endmodule
```
**/design/flow/run.sh**
```bash
#!/bin/bash
# OpenROAD 26Q1-2900-gdf79404cd8, Yosys 0.63+post, stock flow scripts
make -C /OpenROAD-flow-scripts/flow DESIGN_CONFIG=/design/flow/config.mk WORK_HOME=/design/flow/orfs finish
```
**/design/flow/constraint.sdc**
```tcl
current_design mag_comp_3b

set clk_period 2.2
set clk_io_pct 0.2

create_clock -name clk0 -period $clk_period

set non_clock_inputs [all_inputs -no_clocks]
set_input_delay [expr $clk_period * $clk_io_pct] -clock clk0 $non_clock_inputs
set_output_delay [expr $clk_period * $clk_io_pct] -clock clk0 [all_outputs]
```
**/design/flow/config.mk**
```make
export PLATFORM = sky130hd
export DESIGN_NAME = mag_comp_3b
export DESIGN_NICKNAME = mag_comp_3b
export VERILOG_FILES = /design/flow/design.v
export SDC_FILE = /design/flow/constraint.sdc
export NUM_CORES = 4
export LEC_CHECK = 1
export CORE_AREA = 10 10 70 70
export DIE_AREA = 0 0 80 80
```
==> results.sh <==
# physical design summary
export IMPL_gp_congestion=0.734
export IMPL_n_clock_buffer=0
export IMPL_warning_count=35
export IMPL_die_width_um=80
export IMPL_synth_area_leader_cell="ha_1"
export IMPL_mi_logic_area_um2=139
export IMPL_worst_slack_ns=0.124
export IMPL_place_inst=76
export IMPL_die_h_um=80
export IMPL_ys_cells=19
export IMPL_drt_initial_drc_count=1
export IMPL_grt_first_pass_wirelength_um=648
export IMPL_dp_hpwl_um=396
export IMPL_criticalPathCategory="in -> out"
export IMPL_regArea_um2=0
export IMPL_finalHoldWorstSlack_ns=1.82
export IMPL_yosysWarnings=1
export IMPL_port_buffers=9
export IMPL_power_total_mw=0.0452
export IMPL_ys_types=6
export IMPL_syn_cell_area_um2=131
export IMPL_ff_count=0
export IMPL_grt_usage_pct=1.27
export IMPL_via_per_inst=1.91
export IMPL_grt_pass1_vias=138
export IMPL_area_delta_synth_final_pct=141
export IMPL_io_pins=9
export IMPL_grt_max_degree=6
export IMPL_area_leaders="ha_1 (57%), inv_1 (17%), a21oi_1 (7.6%), nand3_1 (7.6%), nand2_1 (5.7%)"
export IMPL_core_um2=3420
export IMPL_num_vias=145
export IMPL_cts_resized=11
export IMPL_irDropWorstVdd_v=0.0000168
export IMPL_fin_util_pct=9.27
export IMPL_worstPathArrival_ns=1.64
export IMPL_critPathLaunchType="primary input"
export IMPL_maxSlewViolCount=0
export IMPL_synth_seq_share_pct=0
export IMPL_status="completed"
export IMPL_max_freq_mhz=482
export IMPL_drcViolationCount=0
export IMPL_power_density_nw_per_um2=143
export IMPL_crit_path_end_kind="output port"
export IMPL_period_minus_slack_ns=2.08
export IMPL_top_area_share_pct=57.1
export IMPL_finalSetupViolCount=0
export IMPL_rsz0062_at_grt="false"
export IMPL_drv_cap=0
export IMPL_critPathMaxFanout=5
export IMPL_fin_crit_sh_pct=94.3
export IMPL_ant_nets=0
export IMPL_hold_class="in -> out"
export IMPL_insertedDiodeCount=0
export IMPL_yosys_area_um2=131
export IMPL_drive_gt1_share_pct=23.3
export IMPL_grt_overflow=0
export IMPL_hold_buffers=0
export IMPL_fp_utilization_pct=3.85
export IMPL_drt_pass1_iterations=2
export IMPL_wl_per_cell_um=5.95
export IMPL_fillers=410
export IMPL_p_leak_nw=0.147
export IMPL_crit_path_start="b[2]"
export IMPL_cp_endpoint="e"
export IMPL_die_area_um2=6400
export IMPL_slew_headroom_pct=90.8
export IMPL_cts_setup_buffers=0
export IMPL_grt_antenna_before_repair=0
export IMPL_routed_wl_um=452
export IMPL_std_cell_rows=21
export IMPL_place_ws_ns=-0.203
export IMPL_worst_pin_slew_ns=0.138
export IMPL_synthCells=19
export IMPL_hold_violations=0
export IMPL_synth_avg_cell_area_um2=6.91
export IMPL_worstPathRequired_ns=1.76
export IMPL_layout_cells_non_filler=76
## how the worst min path moves through the flow
stage | start | to | slack (ns) | depth (start not counted)
after CTS | a[0] | l | 1.83 | 6
after global routing | a[0] | l | 1.88 | 6
final | a[0] | l | 1.82 | 6
## layout make-up
type                       count  share of cell area [%]
inverter                       6                    7.11
tap                           46                    18.2
timing repair buffer          11                    30.8
multi-input combinational     13                    43.9
## Yosys cell counts
master and n:
nand2_1 2, nand3_1 2, and3_1 1, a21oi_1 2
inv_1 6, ha_1 6
## metrics by stage
step / setup TNS (ns) / cell area, µm²
after floorplan: 0 / 131
after global placement: -0.534 / 294
after detailed placement: -0.549 / 294
after CTS: 0 / 317
after global routing: 0 / 317
final: 0 / 317
## metal layers
layer / global-route usage [%] / up-vias / wire [µm]
met5: 0 / - / 0
met4: 0 / 0 / 0
met3: 0.341 / 0 / 34
met2: 2.81 / 4 / 236
met1: 1.12 / 58 / 181
li1: - / 83 / -
## power breakdown
| group | switching, mW | total [mW] | internal (mW) |
|---|---|---|---|
| Combinational | 0.0165 | 0.0452 | 0.0287 |
| Sequential | 0 | 0 | 0 |
| Clock | 0 | 0 | 0 |
| Total | 0.0165 | 0.0452 | 0.0287 |
## placed cells by master (no fill, tap or decap)
master,count
a21oi_1,2
inv_2,2
nand3_1,2
clkdlybuf4s50_1,3
and3_4,1
ha_1,4
nand2_1,2
buf_4,2
inv_1,4
dlygate4sd2_1,6
ha_4,2
## worst max-delay path, cell delays in order
cell             delay [ns]
dlygate4sd2_1          0.27
ha_4                   0.29
and3_4                 0.17
clkdlybuf4s50_1        0.46
## cells by family (layout without fill, tap and decap cells)
kind of cell | count (synthesis) | count (layout) | share of synthesized area (%)
and+or+nand+nor | 5 | 5 | 18.1
AOI/OAI and AO/OA | 2 | 2 | 7.62
buffers and inverters | 6 | 17 | 17.1
adders and majority gates | 6 | 6 | 57.1
Power figures rest on the tool's default switching activity, not on a simulated workload.
